===== ./config.mk =====
export PLATFORM = sky130hd
export DESIGN_NAME = flash
export DESIGN_NICKNAME = flash
export VERILOG_FILES = /design/flow/design.v
export SDC_FILE = /design/flow/constraint.sdc
export NUM_CORES = 4
export LEC_CHECK = 1
export CORE_UTILIZATION = 40

===== ./constraint.sdc =====
current_design flash

set clk_period 3.3
set clk_io_pct 0.2

create_clock -name clk0 -period $clk_period [get_ports {CLK}]

set non_clock_inputs [all_inputs -no_clocks]
set_input_delay [expr $clk_period * $clk_io_pct] -clock clk0 $non_clock_inputs
set_output_delay [expr $clk_period * $clk_io_pct] -clock clk0 [all_outputs]

===== ./design.v =====
`timescale 1ns/1ps
module flash
	(
		input	wire	CLK,
		input	wire	RSTn,
		output	wire	flash_clk,		 
		output	wire	flash_cs,		 
		output	wire	flash_datain,	 
		input	wire	flash_dataout	 
	);
wire[7:0] flash_cmd;
wire[23:0] flash_addr;
wire clock25M;
wire[3:0] cmd_type;
wire Done_Sig;
wire[7:0] mydata_o;
wire myvalid_o;
spi spi_inst
	(
		.flash_clk(flash_clk),
		.flash_cs(flash_cs),
		.flash_datain(flash_datain),  
		.flash_dataout(flash_dataout),    
		.clock25M(clock25M),		 
		.flash_rstn(RSTn),		 
		.cmd_type(cmd_type),		 
		.Done_Sig(Done_Sig),		 
		.flash_cmd(flash_cmd),	 
		.flash_addr(flash_addr), 
		.mydata_o(mydata_o),		 
		.myvalid_o(myvalid_o)	 
	);
flash_control flash_control_inst
(
   .CLK(CLK),
	.RSTn(RSTn),
	.clock25M(clock25M),
	.cmd_type(cmd_type),
	.Done_Sig(Done_Sig),
	.flash_cmd(flash_cmd),
	.flash_addr(flash_addr),
	.mydata_o(mydata_o),
	.myvalid_o(myvalid_o)
);
endmodule
`timescale 1ns/1ps
module flash_control
	(
		input		wire	CLK,
		input		wire	RSTn,
		output	reg	clock25M,
		output	reg[3:0]	cmd_type,
		input		wire	Done_Sig,
		output	reg[7:0]	flash_cmd,
		output	reg[23:0]	flash_addr,
		input		wire[7:0]	mydata_o,
		input		wire	myvalid_o
	);
reg[3:0] i;
reg[7:0] time_delay;
always @(posedge clock25M)
begin
   if(!RSTn)begin
		i <= 4'd0;
		flash_addr <= 24'd0;
		flash_cmd <= 8'd0;
		cmd_type <= 4'b0000;
		time_delay <= 8'd0;
	end
	else begin
	   case(i)
			4'd0:begin	 
				if( Done_Sig )begin
					flash_cmd <= 8'h00;
					i <= i + 4'd1;
					cmd_type <= 4'b0000;
				end
				else begin
					flash_cmd <= 8'h90;
					flash_addr <= 24'd0;
					cmd_type <= 4'b1000;
				end	
			end
	      4'd1:begin	 
				if(Done_Sig)begin
					flash_cmd <= 8'h00;
					i <= i + 4'd1;
					cmd_type <= 4'b0000;
				end
				else begin
					flash_cmd <= 8'h06;
					cmd_type <= 4'b1001;
				end
			end
			4'd2:begin	 
				if(Done_Sig)begin
					flash_cmd <= 8'h00;
					i <= i + 4'd1;
					cmd_type<=4'b0000;
				end
				else begin
					flash_cmd <= 8'h20;
					flash_addr <= 24'd0;
					cmd_type <= 4'b1010;
				end
			end
	      4'd3:begin	 
				if(time_delay < 8'd100)begin
					flash_cmd <= 8'h00;
					time_delay <= time_delay + 8'd1;
					cmd_type <= 4'b0000;
				end
				else begin
					i <= i + 4'd1;
					time_delay <= 8'd0;
				end	
			end
			4'd4:begin	 
				if(Done_Sig)begin 
					if(mydata_o[0] == 1'b0)begin
						flash_cmd <= 8'h00;
						i <= i + 4'd1;
						cmd_type <= 4'b0000;
					end
					else begin
						flash_cmd <= 8'h05;
						cmd_type <= 4'b1011;
					end
				end
				else begin
					flash_cmd <= 8'h05;
					cmd_type <= 4'b1011;
				end
			end
	      4'd5:begin	 
				if(Done_Sig)begin
					flash_cmd <= 8'h00;
					i <= i + 4'd1;
					cmd_type <= 4'b0000;
				end
				else begin
					flash_cmd <= 8'h04;
					cmd_type <= 4'b1100;
				end
			end
			4'd6:begin	 
				if(Done_Sig)begin
					if(mydata_o[0] == 1'b0)begin
						flash_cmd <= 8'h00;
						i <= i + 4'd1;
						cmd_type <= 4'b0000;
					end
					else begin
						flash_cmd <= 8'h05;
						cmd_type <= 4'b1011;
					end
				end
				else begin
					flash_cmd <= 8'h05;
					cmd_type <= 4'b1011;
				end
			end
	      4'd7:begin	 
				if(Done_Sig)begin
					flash_cmd <= 8'h00;
					i <= i + 4'd1;
					cmd_type <= 4'b0000;
				end
				else begin
					flash_cmd <= 8'h06;
					cmd_type <= 4'b1001;
				end 
			end
	      4'd8:begin	 
				if(time_delay < 8'd100)begin
					flash_cmd <= 8'h00;
					time_delay <= time_delay + 8'd1;
					cmd_type <= 4'b0000;
				end
				else begin
					i <= i + 4'd1;
					time_delay <= 8'd0;
				end	
			end
	      4'd9:begin	 
				if(Done_Sig)begin
					flash_cmd <= 8'h00;
					i <= i + 4'd1;
					cmd_type <= 4'b0000;
				end
				else begin
					flash_cmd <= 8'h02;
					flash_addr <= 24'd0;
					cmd_type <= 4'b1101;
				end
			end
	      4'd10:begin	 
				if(time_delay < 8'd100)begin
					flash_cmd <= 8'h00;
					time_delay <= time_delay + 8'd1;
					cmd_type <= 4'b0000;
				end
				else begin
					i <= i + 4'd1;
					time_delay <= 8'd0;
				end	
			end
			4'd11:begin	 
				if(Done_Sig)begin 
					if(mydata_o[0] == 1'b0)begin
						flash_cmd <= 8'h00;
						i <= i + 4'd1;
						cmd_type <= 4'b0000;
					end
					else begin
						flash_cmd <= 8'h05;
						cmd_type <= 4'b1011;
					end
				end
				else begin
					flash_cmd <= 8'h05;
					cmd_type <= 4'b1011;
				end
			end
	      4'd12:begin	 
				if(Done_Sig)begin
					flash_cmd <= 8'h00;
					i <= i + 4'd1;
					cmd_type <= 4'b0000;
				end
				else begin
					flash_cmd <= 8'h04;
					cmd_type <= 4'b1100;
				end		
			end
			4'd13:begin	 
				if(Done_Sig)begin
					if(mydata_o[0] == 1'b0)begin
						flash_cmd <= 8'h00;
						i <= i + 4'd1;
						cmd_type <= 4'b0000;
					end
					else begin
						flash_cmd <= 8'h05;
						cmd_type <= 4'b1011;
					end
				end
				else begin
					flash_cmd <= 8'h05;
					cmd_type <= 4'b1011;
				end
			end
			4'd14:begin	 
				if(Done_Sig)begin
					flash_cmd <= 8'h00;
					i <= i + 4'd1;
					cmd_type <= 4'b0000;
				end
				else begin
					flash_cmd <= 8'h03;
					flash_addr <= 24'd0;
					cmd_type <= 4'b1110;
				end
			end
			4'd15:begin	 
				i <= 4'd15;
			end
		endcase
	end
end
always @(posedge CLK)
begin
   if(!RSTn)begin
		clock25M <= 1'b0;
	end
	else begin
		clock25M <= ~clock25M;
	end
end
endmodule
`timescale 1ns/1ps
module spi
	(
		output	wire	flash_clk,
		output 	reg	flash_cs,
		output	reg	flash_datain,
		input		wire	flash_dataout,
      input		wire	clock25M,
		input		wire	flash_rstn,
		input		wire[3:0]	cmd_type,
		output	reg	Done_Sig,
		input		wire[7:0]	flash_cmd,
		input		wire[23:0]	flash_addr,
		output 	reg[7:0]		mydata_o,
		output	wire	myvalid_o
	);
assign myvalid_o = myvalid;
assign flash_clk = spi_clk_en ? clock25M : 1'b0;
reg myvalid;
reg[7:0] mydata;
reg spi_clk_en = 1'b0;
reg data_come;
parameter idle = 3'b000;
parameter cmd_send = 3'b001;
parameter address_send = 3'b010;
parameter read_wait = 3'b011;
parameter write_data = 3'b101;
parameter finish_done = 3'b110;
reg[2:0] spi_state;
reg[7:0] cmd_reg;
reg[23:0] address_reg;
reg[7:0] cnta;
reg[8:0] write_cnt;
reg[7:0] cntb;
reg[8:0] read_cnt;
reg[8:0] read_num;
reg read_finish;
always @(negedge clock25M)
begin
	if(!flash_rstn)begin
		flash_cs <= 1'b1;		
		spi_state <= idle;
		cmd_reg <= 8'd0;
		address_reg <= 24'd0;
	   spi_clk_en <= 1'b0;		 
		cnta <= 8'd0;
		write_cnt <= 9'd0;
		read_num <= 9'd0;	
		Done_Sig <= 1'b0;
	end
	else begin
		case(spi_state)
			idle:begin	 
				spi_clk_en <= 1'b0;
				flash_cs <= 1'b1;
				flash_datain <= 1'b1;	
			   cmd_reg <= flash_cmd;
            address_reg <= flash_addr;
		      Done_Sig <= 1'b0;				
				if(cmd_type[3] == 1'b1)begin	 
					spi_state <= cmd_send;
					cnta <= 8'd7;		
					write_cnt <= 9'd0;
					read_num <= 9'd0;					
				end
			end
			cmd_send:begin	 
			   spi_clk_en <= 1'b1;	 
				flash_cs <= 1'b0;	 
			   if(cnta > 8'd0)begin	 
					flash_datain <= cmd_reg[cnta];	 
               cnta <= cnta - 8'd1;
				end
				else begin	 
					flash_datain <= cmd_reg[0];
					if((cmd_type[2:0] == 3'b001) | (cmd_type[2:0] == 3'b100))begin	 
						spi_state <= finish_done;
					end						 
					else if(cmd_type[2:0] == 3'b011)begin	 
						spi_state <= read_wait;
						cnta <= 8'd7;
						read_num <= 9'd1;	 
					end	 
					else begin	 
						spi_state <= address_send;
						cnta <= 8'd23;
					end
				end
			end
			address_send:begin	 
			   if(cnta > 8'd0)begin	 
					flash_datain <= address_reg[cnta];	 
               cnta <= cnta - 8'd1;						
				end				
				else begin	 
					flash_datain <= address_reg[0];   
               if(cmd_type[2:0] == 3'b010)begin	 
 						spi_state <= finish_done;	
               end
               else if(cmd_type[2:0] == 3'b101)begin	 
				      spi_state <= write_data;
						cnta <= 8'd7;                       
					end
					else if(cmd_type[2:0] == 3'b000)begin	 
					   spi_state <= read_wait;
						read_num <= 9'd2;		 
               end						 
					else begin
					   spi_state <= read_wait;
						read_num <= 9'd256;	 
               end						 
				end
			end
			read_wait:begin	 
				if(read_finish)begin
					spi_state <= finish_done;
					data_come <= 1'b0;
				end
				else begin
					data_come <= 1'b1;
				end
			end
			write_data:begin	 
				if(write_cnt < 9'd256)begin	 
					if(cnta > 8'd0)begin	 
						flash_datain <= write_cnt[cnta];	 
                  cnta <= cnta - 8'd1;						
					end				
					else begin                                 
						flash_datain <= write_cnt[0];	 
					   cnta <= 8'd7;
					   write_cnt <= write_cnt + 9'd1;
					end
				end
				else begin
					spi_state <= finish_done;
					spi_clk_en <= 1'b0;
				end 
			end
			finish_done:begin	 
				flash_cs <= 1'b1;
				flash_datain <= 1'b1;
				spi_clk_en <= 1'b0;
				Done_Sig <= 1'b1;
				spi_state <= idle;
			end
			default:begin
				spi_state <= idle;
			end
		endcase;		
	end
end
always @(posedge clock25M)
begin
	if(!flash_rstn)begin
		read_cnt <= 9'd0;
		cntb <= 8'd0;
		read_finish <= 1'b0;
		myvalid <= 1'b0;
		mydata <= 8'd0;
		mydata_o <= 8'd0;
	end
	else begin
		if(data_come)begin
			if(read_cnt < read_num)begin	 
				if(cntb < 8'd7)begin	 
					myvalid <= 1'b0;
					mydata <= {mydata[6:0], flash_dataout};
					cntb <= cntb + 8'd1;
				end
				else begin
					myvalid <= 1'b1;	 
					mydata_o <= {mydata[6:0], flash_dataout};	 
					cntb <= 8'd0;
					read_cnt <= read_cnt + 9'd1;
				end
			end				 			 
			else begin 
				read_cnt <= 9'd0;
				read_finish <= 1'b1;
				myvalid <= 1'b0;
			end
		end
		else begin
			read_cnt <= 9'd0;
			cntb <= 8'd0;
			read_finish <= 1'b0;
			myvalid <= 1'b0;
			mydata <= 8'd0;
		 end
	end
end	
endmodule

===== ./run.sh =====
#!/bin/bash
# OpenROAD 26Q1-2900-gdf79404cd8, Yosys 0.63+post, stock flow scripts
make -C /OpenROAD-flow-scripts/flow DESIGN_CONFIG=/design/flow/config.mk WORK_HOME=/design/flow/orfs finish

==> impl_metrics.csv <==
group,metric,value,unit
global_route,globalRouteMet1Util,0.260,
floorplan,fp.dieArea,0.0106,mm²
cts,cts_setup_buffers,0,
floorplan,rows,36,
logic_synthesis,synth_cells,480,
place,place.gp.congestion,0.867,
cts,clkLatencyLatePin,0,ns
logic_synthesis,edf_count,2,
global_route,grt_first_pass_wirelength,13400,µm
critical_path,reg2regPathDepth,2,
critical_path,cp.required,2.64,ns
global_route,grt_use_met2,0.255,
floorplan,die_w,103,µm
cts,clk_pin_slew_worst_paths,0,ns
global_route,grt.busiest_layer,"met1",
place,io_buffer_count,5,
critical_path,r2r_slack,2.47,ns
floorplan,die_y,103,µm
timing,setup_violations,0,
detailed_routing,final_antenna_net_count,0,
timing,skew,0,ns
logic_synthesis,synthXorXnorAreaFrac,0.0388,
floorplan,pin_count,6,
logic_synthesis,synthArstFlopShare,0,
global_route,grt_pass1_vias,2849,
place,hpwlAfterDp,5530,µm
floorplan,core-area,0.00982,mm²
logic_synthesis,ys_sh_simple,0.252,
critical_path,arrival,1.28,ns
timing,finalHoldViolCount,0,
detailed_routing,wire_per_inst,12.9,µm
pwr,p_per_area,48.9,mW/mm²
timing,worstMarginPinSlew,0.643,ns
timing,untimed_endpoints,80,
logic_synthesis,adder_share,0.0339,
logic_synthesis,muxShareOfSynthArea,0.0585,
critical_path,start_kind,"flop",
logic_synthesis,synth_warnings,2,
global_route,grt_overflow,0,
timing,worst_hold_slack,0.680,ns
timing,rsz0062_at_grt,"no",
critical_path,r2r-start,"flash_control_inst.clock25M",
logic_synthesis,ys_cells,480,
logic_synthesis,ff_type,"dfxtp_1",
detailed_routing,dr_total_vias,3175,
detailed_routing,wl,7630,µm
min_path,min_from,"flash_control_inst.clock25M",
critical_path,cp_slowest_cell,"clkdlybuf4s50_1",
pwr,leakagePower,1.53,nW
timing,timing.fmax,514,MHz
logic_synthesis,logic_family,"simple AND/OR/NAND/NOR gates",
layout,drive_gt1_frac,0.0566,
critical_path,slowest_delay,0.46,ns
critical_path,critical_path.cell_chain,"buf_4 -> and2_1 -> clkdlybuf4s50_1",
min_path,min_path_cells,2,
detailed_routing,drt_pass1_iterations,4,
logic_synthesis,ys_chip_area,0.00406,mm²
logic_synthesis,ys_types,75,
critical_path,r2r_end,"flash_control_inst.clock25M",
detailed_routing,n_antenna_cell,0,
logic_synthesis,yosysMostFrequentCell,"dfxtp_1",
timing,layout_worst_path_cycle_share,0.589,
detailed_routing,vias_per_cell,5.36,
cts,cts_resized,0,
logic_synthesis,synth_area_leader_cell,"dfxtp_1",
critical_path,crit_type,"reg -> out",
min_path,hold_end,"flash_control_inst.clock25M",
layout,area_delta_synth_final,2.90,%
detailed_routing,drtIter0Drc,150,
logic_synthesis,top_cells_by_count,"dfxtp_1 (75), nor2_1 (58), nand2_1 (42)",
logic_synthesis,area_leaders,"dfxtp_1 (37%), nor2_1 (5.4%), a21oi_1 (4.2%), mux2i_1 (4.2%), nand2_1 (3.9%)",
job,maxCapViolCount,0,
logic_synthesis,ys_seq_share,0.384,
logic_synthesis,synth_flops,77,
outcome,status,"finished, final reports clean",
critical_path,end_kind,"output pin",
timing,slew_headroom,0.571,
pwr,ir_worst_vdd,0.0000428,V
logic_synthesis,syn-cell-area,0.00406,mm²
global_route,grt_max_degree,44,
detailed_routing,drc,0,
global_route,use_met3,0,
critical_path,worst-path-buf-inv,2,
logic_synthesis,synthAoiAreaFrac,0.182,
logic_synthesis,avgSynthCellArea,8.46,µm²
timing,period_needed,1.94,ns
timing,drv_slew,0,
floorplan,fp_util,0.414,
job,warnings,31,
critical_path,cp_max_fo,43,
place,place_ws,1.36,ns
timing,setup_tns,0,ns
layout,reg.largest.list,"spi_inst.read_cnt (9), spi_inst.write_cnt (9)",
timing,unclocked_regs,76,
pwr,totalPowerFinal,0.204,mW
min_path,hold_class,"reg -> reg",
critical_path,critical_path.top_delay_family,"buffers and inverters",
global_route,antenna_found_initial,0,
cts,ctsHoldBuffers,0,
global_route,grt_usage,0.157,
timing,fin_ws,1.36,ns
logic_synthesis,synth_top_area_share,0.370,
worst max-delay path by stage:
stage | startpoint | end | depth (start not counted)
final | flash_control_inst.clock25M | flash_clk | 3
after global routing | flash_control_inst.clock25M | flash_clk | 3
after CTS | flash_control_inst.clock25M | flash_clk | 3
tightest hold or removal path, cell delays in order, from the launching register on:
cell	delay, ns
dfxtp_1	0.27
buf_4	0.24
nor2_1	0.11
where the power goes:
part	switching [mW]	internal, mW	total (mW)
logic	0.0742	0.0373	0.111
registers	0.0108	0.0820	0.0928
clock network	0	0	0
total	0.0850	0.119	0.204
kinds of logic (layout without fill, tap and decap cells):
group,count (synthesis),count (layout)
compound gates,107,107
mux,21,21
buf+inv,49,28
flops,77,77
xor+xnor,18,18
simple gates,197,197
fa+ha+maj,11,11
metal layers:
metal	share of wire	vias up
li1	-	1669
met1	0.53	1475
met2	0.45	31
met3	0.018	0
met4	0	0
met5	0	-
area by class of cell:
type                       count  area, µm²
inverter                      18       67.6
fill                        1011       5640
timing repair buffer          10       87.6
tap                          133        166
sequential                    77       1560
multi-input combinational    354       2300
placed cells by master (no fill, tap or decap), drive strengths merged, types with 8 or more instances in the layout:
master  synthesis  final
nand3          18     18
nor3            9      9
and3           14     14
mux2i          17     17
o21ai          15     15
nand2          43     43
ha             11     11
nand4           9      9
nor2b           9      9
nor2           59     59
xor2           10     10
xnor2           8      8
inv            18     18
a21oi          34     34
dfxtp          75     75
through the flow:
step | utilization | instance area (µm²) | instances
2_1_floorplan | - | 4060 | 480
4_1_cts | 0.426 | 4180 | 592
6_report | 0.426 | 4180 | 592
3_5_place_dp | 0.426 | 4180 | 592
3_3_place_gp | 0.426 | 4180 | 592
5_1_grt | 0.426 | 4180 | 592
Power and IR drop assume default switching activity.
